### flow/design.v
module SourceSelection(input reset,                 
		       input clk,                   
		       input select,                
		       output reg selectionresult,  
                       output reg selectionchanged  
		       );
reg[15:0] counter;                                  
always@(posedge clk or negedge reset)
begin
  if(!reset)
    counter<=16'd0;
  else
    counter<=counter+16'd1;
end
reg[4:0] state;
parameter[4:0] BEGIN   =0,
               SELECT1 =1,
	       CHANGE1 =2,
	       SELECT0 =3,
	       CHANGE0 =4;
always@(posedge clk or negedge reset)
begin
  if(!reset) begin
    selectionresult<=0;                                 
    selectionchanged<=0;                                
    state<=BEGIN;
  end
  else begin
    if(counter==0) begin                                
	   case(state)
		  BEGIN: begin
		    selectionresult<=selectionresult;   
		    selectionchanged<=1;                
		    state<=select? SELECT1:SELECT0;     
		  end
                  SELECT1: begin
		    selectionresult<=1;
	            selectionchanged<=0;
		    state<=select? SELECT1:CHANGE1;
		  end
                  CHANGE1: begin
		    selectionresult<=1;
	            selectionchanged<=0;
		    state<=select? SELECT1:BEGIN;		  
		  end
                  SELECT0: begin
		    selectionresult<=0;
		    selectionchanged<=0;
		    state<=select? CHANGE0:SELECT0;		  
		  end
                  CHANGE0: begin
		    selectionresult<=0;
		    selectionchanged<=0;
		    state<=select? BEGIN:SELECT0;		  		  
		  end   		
	   endcase
     end
     else begin                                         
	   state<=state;
	   selectionresult<=selectionresult;
	   selectionchanged<=selectionchanged;
     end
  end
end	
endmodule
### flow/run.sh
#!/bin/bash
# OpenROAD 26Q1-2900-gdf79404cd8, Yosys 0.63+post, stock flow scripts
make -C /OpenROAD-flow-scripts/flow DESIGN_CONFIG=/design/flow/config.mk WORK_HOME=/design/flow/orfs finish
### flow/config.mk
export PLATFORM = sky130hd
export DESIGN_NAME = SourceSelection
export DESIGN_NICKNAME = SourceSelection
export VERILOG_FILES = /design/flow/design.v
export SDC_FILE = /design/flow/constraint.sdc
export NUM_CORES = 4
export LEC_CHECK = 1
export CORE_AREA = 10 10 107 107
export DIE_AREA = 0 0 117 117
### flow/constraint.sdc
current_design SourceSelection

set clk_period 2.9
set clk_io_pct 0.2

create_clock -name clk0 -period $clk_period [get_ports {clk}]

set non_clock_inputs [all_inputs -no_clocks]
set_input_delay [expr $clk_period * $clk_io_pct] -clock clk0 $non_clock_inputs
set_output_delay [expr $clk_period * $clk_io_pct] -clock clk0 [all_outputs]
==> GITHUB_STEP_SUMMARY <==
### Metrics collected by this job

| Metric | Value |
|---|---|
| Row Count | 35 |
| Layout Cell Area excl Fill | roughly 0.0013 mm² |
| Worst Skew | about 2.3 ps |
| Clock tree root buffer cell | clkbuf_8 |
| Total grt overflow | 0 |
| Die x size | about 120 µm |
| Global placement routability congestion | roughly 0.8 |
| Area after DPL | between 0.001 and 0.0015 mm² |
| Worst skew pair latency | 260 ps |
| Worst reg2reg endpoint | state[4] |
| Hold Startpoint | counter[15] |
| CP delay by family, top | buffers and inverters |
| Final Util | roughly 14% |
| Floorplan core area | 0.009196 mm² |
| Initial antenna violation count | 0 |
| First-pass GRT wire length | 3.001 mm |
| Mean Syn Cell Area | between 10 and 15 µm² |
| Mux share | 0.9709% |
| Layout area overhead | 21.48% |
| FF-to-FF path depth | 5 |
| # DRC | 0 |
| CP max-delay cell | clkdlybuf4s50_1 |
| Share of cells above drive strength 1 | between 10% and 20% |
| Hold path endpoint | counter[15] |
| PostCTS Resize Cnt | 0 |
| R2r setup slk | around 1300 ps |
| Crit-path cells | clkdlybuf4s50_1 |
| Clock transition at the registers of the reported paths | about 80 ps |
| Yosys warns | 1 |
| Final Instance Count excl. Fillers | around 210 |
| Chip footprint | 0.01369 mm² |
| GRT Total Usage | about 2.7% |
| Min Tclk post-route | 1657 ps |
| Run status | finished, final reports clean |
| Power per Cell Area | roughly 420 mW/mm² |
| H-tree depth | 1 |
| Vias per inst | 3.206 |
| Post-DP HPWL | roughly 1.3 mm |
| Worst-path fanout max | 2 |
| Hold path depth | 1 |
| Number of cells in Yosys stat | ~90 |
| Critical path class | flop to output port |
| CP bufs+invs | 1 |
| ANT cells | 0 |
| TritonCTS Sinks | 23 |
| CTS tree | done |
| Setup ws final | 1243 ps |
| Tcrit/Tclk final | 57.15% |
| Pre-CTS setup slack | 1276 ps |
| Max incr delay on CP | roughly 460 ps |
| Top cells, area | dfrtp_1 53%, xnor2_1 9.3%, o22a_1 3.4%, nor2_1 3.3%, nand3_1 2.9% |
| Crit end category | output port |
| Final wirelength | approximately 1.8 mm |
| Lkg Pwr | between 0.5 and 0.6 nW |
| Register area share after synthesis | 55.95% |
| Routed vias | between 600 and 700 |
| Mapped Cells | 90 |
| FF-to-FF Start | counter[0] |
| Area leader share | approximately 53% |
| Synth Area in XOR/XNOR | 11.89% |
| Final Power | ~0.53 mW |
| DR iter-0 viols | 34 |
| CP arrival | between 1000 and 1500 ps |
| CTS max path bufs | 2 |
| Rel. slew slack | between 70% and 80% |
| Fin. Hold Viols | 0 |
| Vias in the first global route | roughly 650 |
| Compound-cell area share of the yosys netlist | 4.854% |
| Placed cell count | a little over 200 |
| Max Slew Vio Count | 0 |
| Simple Share, Synth | between 20% and 30% |
| YS chip area | just over 0.001 mm² |
| Initial Util | between 10% and 20% |
| Routed WL per cell | ~8.4 µm |
| FMAX | between 0.6 and 0.7 GHz |
| Comb area leader | simple AND/OR/NAND/NOR gates |
| Syn Std Cell Area | 0.001031 mm² |
| Inserted Clock Buffers | 3 |
| Max Cap Viol | 0 |
| ANT nets after route | 0 |
| Largest net degree at the start of global routing | 24 |
| Setup TNS | 0 ps |
| I/O Pins | 5 |
| Cell taking the most area after synthesis | dfrtp_1 |
| IO Port Bufs | 4 |
| Slew of the pin with the lowest slew margin | between 300 and 400 ps |
| Peak supply drop | about 84 µV |
| RSZ-0062 raised after global routing | no |
| DR pass1 iterations | 4 |
| # hold bufs at CTS | 0 |
| Post-CTS Setup Bufs | 0 |
| Highest-count logic cell in the final layout | dfrtp_1 |
| Die H | 117 µm |
| Tool Warnings | 26 |
| Distinct lib cells | 24 |
| Register bit total from synthesis | 23 |
| Worst min path class | flop to flop |
| Top cells excl fill/tap | 22 x dfrtp_1, 11 x xnor2_1, 9 x nor2_1 |
| Final setup viols | 0 |
| Filler instances | between 1000 and 1500 |
| Startpoint types | flop |
| Req. time, crit path | about 2300 ps |
| Hold WS | about 470 ps |
| Synth Area in Adders | under 10% |
## report_power, final
part	switching [mW]	internal (mW)	total [mW]
sequential	0.00160	0.322	0.323
combinational	0.00871	0.00512	0.0138
clock	0.0966	0.0957	0.192
## Yosys cell counts
cell / number
and3_4: 1
and4_2: 1
xor2_1: 3
and4_4: 1
o22a_1: 4
and4_1: 1
mux2i_1: 1
and2_1: 1
dfrtp_1: 22
xnor2_1: 11
nor4b_2: 1
nor2_1: 9
nand2_1: 7
buf_6: 1
ha_1: 2
nand4_1: 4
dfstp_2: 1
and3_1: 1
inv_1: 4
nor3_1: 1
nor4_1: 3
nand3_1: 6
nand4_2: 1
o21ai_0: 3
## per-layer routing
metal	wire, µm	track usage [%]	part of all wire [%]
met5	0	0	0
met4	77	1.153	4.4
met3	43	0.5160	2.4
met2	782	4.237	44
met1	858	3.437	49
## cell families after synthesis
| logic type | after synthesis |
|---|---|
| xor+xnor | 14 |
| compound gates | 7 |
| simple gates | 38 |
| fa+ha+maj | 2 |
| mux | 1 |
| flops | 23 |
| buf+inv | 5 |
## worst max path at each step
| stage | startpoint | to | slack, ps | cells after the start |
|---|---|---|---|---|
| final | selectionchanged | selectionchanged | 1240 | 1 |
| after global routing | counter[0] | selectionresult | 1140 | 6 |
| after CTS | selectionchanged | selectionchanged | 1220 | 1 |
## final cells by class
class,instances,area (µm²),area share [%]
inverter,4,15.01,1.199
clock buffer,3,41.29,3.297
tap,111,138.9,11.09
clock inverter,1,5.005,0.3996
sequential,23,576.8,46.05
multi-input combinational,62,427.9,34.17
timing repair buffer,5,47.55,3.796
## flip-flops by register name, indices dropped and copies added (netlist names)
register,cells
selectionchanged,1
selectionresult,1
counter,16
state,5
Power figures rest on the tool's default switching activity, not on a simulated workload.
